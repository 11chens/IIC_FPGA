==> design.v <==
module I2C_CTRL_EEPROM(
	input	wire	clk,
	input	wire	rst_n,
	input	wire	i2c_start,
	input	wire	[7:0]	wr_dev,
	input	wire	[7:0]	rd_dev,
	input	wire	[7:0]	addh,
	input	wire	[7:0]	addl,
	input	wire	[7:0]	wr_data,
	input	wire	[7:0]	rd_data,
	input	wire	rd_flag,
	inout	wire	SDA,
	output	wire	SCL,	
	output	reg [4:0]c_state,
	output	reg		i2c_done	
);
	parameter	I2C_FREQ	=	250; 
	reg	r_sda,r_scl;
	reg		[4:0]	state;
	localparam	IDLE		=	'd15;
	localparam	START		=	'd0;
	localparam	WR_CTRL		=	'd1;
	localparam	WR_CTRL_ACK	=	'd2;
	localparam	HADDR		=	'd3;
	localparam	HD_ACK		=	'd4;
	localparam	LADDR		=	'd5;
	localparam	LD_ACK		=	'd6;
	localparam	WR_DAT		=	'd7;
	localparam	WR_DAT_ACK	=	'd8;
	localparam	RD_START	=	'd9;
	localparam	RD_CTRL		=	'd10;
	localparam	RD_CTRL_ACK	=	'd11;
	localparam	RD_DAT		=	'd12;
	localparam	NOACK		=	'd13;
	localparam	STOP		=	'd14;
	reg [7:0]clk_cnt;
	wire high_flag,low_flag;
	reg [4:0]trcnt;
	wire wait_input;
	always @(posedge clk or negedge rst_n) 
		if (!rst_n) begin
			clk_cnt<=8'd0;	
		end
		else if (clk_cnt==I2C_FREQ-1) begin
			clk_cnt<=8'd0;	
		end
		else begin
			clk_cnt<=clk_cnt+1'd1;	
		end
	always @(posedge clk or negedge rst_n) 
		if (!rst_n) begin
			r_scl<=1'b0;	
		end
		else if (clk_cnt==I2C_FREQ/4-1) begin
			r_scl<=1'b1;	
		end
		else if (clk_cnt==I2C_FREQ*3/4-1) begin
			r_scl<=1'b0;	
		end
		else begin
			r_scl<=r_scl;
		end
	assign high_flag = (clk_cnt==I2C_FREQ/2-1)?	1'b1:1'b0;
	assign low_flag = (clk_cnt==I2C_FREQ/I2C_FREQ-1)? 1'b1:1'b0;
	assign wait_input = (state==WR_CTRL_ACK || state==HD_ACK || state==LD_ACK 
					|| state==WR_DAT_ACK || state==RD_CTRL_ACK)? 1'b1:1'b0;
	assign SDA = (wait_input==1'b1)?1'bz:r_sda; 
	assign SCL = r_scl;
	always @(posedge clk or negedge rst_n) 
		if (!rst_n) begin
			state<=IDLE;
			r_sda<=1'b1;
			trcnt<=4'd0;
			i2c_done<=1'b0;
		end
		else begin
			c_state<=state;
			case(state)
				IDLE:begin
					i2c_done<=1'b0;
					if (i2c_start) begin
						state<=START;
					end
					else begin
						state<=IDLE;
					end
				end
				START:begin
					if (high_flag) begin
						r_sda<=1'b0;
						state<=WR_CTRL;
					end
					else begin
						state<=START;
					end
				end
				WR_CTRL:begin
					if (low_flag) begin
						if (trcnt<4'd8) begin
							if (!rd_flag) begin
								r_sda<=wr_dev[4'd7-trcnt];
							end
							else begin
								r_sda<=rd_dev[4'd7-trcnt];
							end
							trcnt<=trcnt+1'd1;
						end
						else begin
							trcnt<=4'd0;
							state<=WR_CTRL_ACK;
							r_sda<=1'b0;
						end
					end
					else begin
						state<=WR_CTRL;
					end
				end
				WR_CTRL_ACK:begin
					if (high_flag) begin
						if (!SDA) begin
							state<=HADDR;
						end
						else begin
							state<=IDLE;
						end
					end
					else begin
						state<=WR_CTRL_ACK;
					end
				end
				HADDR:begin
					if(low_flag)begin
						if (trcnt<4'd8) begin
							r_sda<=addh[4'd7-trcnt];
							trcnt<=trcnt+1'd1;
						end
						else begin
							trcnt<=4'd0;
							state<=HD_ACK;
							r_sda<=1'b0;
						end
					end
					else begin
						state<=HADDR;
					end
				end
				HD_ACK:begin
					if (high_flag) begin
						if (!SDA) begin
							state<=LADDR;
						end
						else begin
							state<=IDLE;
						end
					end
					else begin
						state<=HD_ACK;
					end
				end
				LADDR:begin
					if(low_flag)begin
						if (trcnt<4'd8) begin
							r_sda<=addl[4'd7-trcnt];
							trcnt<=trcnt+1'd1;
						end
						else begin
							trcnt<=4'd0;
							state<=LD_ACK;
							r_sda<=1'b0;
						end
					end
					else begin
						state<=LADDR;
					end
				end
				LD_ACK:begin
					if (high_flag) begin
						if (!SDA) begin
							if (!rd_flag) begin
								state<=WR_DAT;	 
							end
							else begin
								state<=RD_START; 
							end
						end
						else begin
							state<=IDLE;
						end
					end
					else begin
						state<=LD_ACK;
					end
				end
				WR_DAT:begin
					if(low_flag)begin
						if (trcnt<4'd8) begin
								r_sda<=wr_data[4'd7-trcnt];
								trcnt<=trcnt+1'd1;
						end
						else begin
								trcnt<=4'd0;
								state<=WR_DAT_ACK;
								r_sda<=1'b0;
						end
					end
					else begin
						state<=WR_DAT;
					end
				end
				WR_DAT_ACK:begin
					if (high_flag) begin
						if (!SDA) begin
							state<=STOP;
						end
						else begin
							state<=IDLE;
						end
					end
					else begin
						state<=WR_DAT_ACK;
					end
				end
				RD_START:begin
					if (low_flag) begin
						r_sda<=1'b1;
					end
					else if (high_flag) begin
						state<=RD_CTRL;
						r_sda<=1'b0;
					end
					else begin
						state<=RD_START;
					end
				end
				RD_CTRL:begin
					if(low_flag)begin
						if (trcnt<4'd8) begin
							r_sda<=rd_dev[4'd7-trcnt];
							trcnt<=trcnt+1'd1;
						end
						else begin
							trcnt<=4'd0;
							state<=RD_CTRL_ACK;
							r_sda<=1'b0;
						end
					end
					else begin
						state<=RD_CTRL;
					end
				end
				RD_CTRL_ACK:begin
					if (high_flag) begin
						if (!SDA) begin
							state<=RD_DAT;
						end
						else begin
							state<=IDLE;
						end
					end
					else begin
						state<=RD_CTRL_ACK;
					end
				end
				RD_DAT:begin
					if(low_flag)begin
						if (trcnt<4'd8) begin
							r_sda<=rd_data[4'd7-trcnt];
							trcnt<=trcnt+1'd1;
						end
						else begin
							trcnt<=4'd0;
							state<=NOACK;
							r_sda<=1'b0;
						end
					end
					else begin
						state<=RD_DAT;
					end
				end
				NOACK:begin
					if (high_flag) begin
						state<=STOP;
					end
					else begin
						state<=NOACK;
					end
				end
				STOP:begin
					if (high_flag) begin
						r_sda<=1'b1;
						i2c_done<=1'b1;
						state<=IDLE;
					end
					else begin
						state<=STOP;
					end
				end
				default:begin
					state<=IDLE;
				end
			endcase
		end
endmodule
==> run.sh <==
#!/bin/bash
# OpenROAD 26Q1-2900-gdf79404cd8, Yosys 0.63+post, stock flow scripts
make -C /OpenROAD-flow-scripts/flow DESIGN_CONFIG=/design/flow/config.mk WORK_HOME=/design/flow/orfs finish
==> config.mk <==
export PLATFORM = sky130hd
export DESIGN_NAME = I2C_CTRL_EEPROM
export DESIGN_NICKNAME = I2C_CTRL_EEPROM
export VERILOG_FILES = /design/flow/design.v
export SDC_FILE = /design/flow/constraint.sdc
export NUM_CORES = 4
export LEC_CHECK = 1
export CORE_AREA = 10 10 111 111
export DIE_AREA = 0 0 121 121
==> constraint.sdc <==
current_design I2C_CTRL_EEPROM

set clk_period 3.0
set clk_io_pct 0.2

create_clock -name clk0 -period $clk_period [get_ports {clk}]

set non_clock_inputs [all_inputs -no_clocks]
set_input_delay [expr $clk_period * $clk_io_pct] -clock clk0 $non_clock_inputs
set_output_delay [expr $clk_period * $clk_io_pct] -clock clk0 [all_outputs]
==> metrics.json <==
{
  "outcome": {"value": "aborted with a tool error"},
  "failing_step": {"value": "clock tree synthesis"},
  "run.stop_error": {"value": "[error] [KeplerFormal.cpp:679] Workflow failed: Iso has multiple drivers: .SDA0, SDA$_DFFE_PN1P_.Q0"},
  "holdBufCountCts": {"value": 0},
  "yosys_cells": {"value": 236},
  "top_area_cell": {"value": "dfrtp_1"},
  "top_level_ports": {"value": 60},
  "async_reset_ff_frac": {"value": 0.833},
  "syn-mean-instance-area": {"value": 9.54, "unit": "µm²"},
  "clock_tree.buffer_depth": {"value": 2},
  "synth_seq_share": {"value": 0.278},
  "synthCells": {"value": 236},
  "ys_warn_count": {"value": 2},
  "io_buffer_count": {"value": 57},
  "top_area_frac": {"value": 0.167},
  "clockRootBuffer": {"value": "clkbuf_8"},
  "synth-edff-count": {"value": 4},
  "floorplan.die.width": {"value": 121, "unit": "µm"},
  "yosys_area": {"value": 2250, "unit": "µm²"},
  "post_cts.resized_instances": {"value": 0},
  "yosys-top-cells-area": {"value": "dfrtp_1 (17%), mux4_1 (9.3%), dfstp_2 (5.8%)"},
  "place_congestion": {"value": 0.910},
  "synth-seq-cells": {"value": 24},
  "post_cts_setup_bufs": {"value": 0},
  "post_synth_instance_area": {"value": 2250, "unit": "µm²"},
  "htree_levels": {"value": 1},
  "die_height": {"value": 121, "unit": "µm"},
  "cts_num_sinks": {"value": 24},
  "ff_type": {"value": "dfrtp_1"},
  "cts-buffers-inserted": {"value": 3},
  "site_rows": {"value": 36},
  "fp_util": {"value": 0.228},
  "post-dp-hpwl": {"value": 4.65, "unit": "mm"},
  "synth.lib_cells_used.distinct": {"value": 70}
}
==> synthesized netlist by cell type, types with 4 or more instances <==
cell,instances
ha_1,5
xnor2_1,6
nor2b_1,8
nand2b_1,4
nor3b_1,6
nor3_1,13
mux4_1,8
edfxtp_1,4
nand4_1,7
buf_2,7
clkbuf_8,4
nand2_1,17
a21oi_1,10
nand3_1,8
inv_1,7
mux4_2,4
dfstp_2,5
o21ai_0,8
nor2_1,18
dfrtp_1,15
==> kinds of logic after synthesis <==
| group | synth area share |
|---|---|
| flip-flops | 0.278 |
| XOR/XNOR | 0.0311 |
| multiplexers | 0.142 |
| adder cells (fa/ha/maj) | 0.0278 |
| other | 0.00167 |
| AND/OR/NAND/NOR | 0.279 |
| AND-OR/OR-AND | 0.145 |
| buffers and inverters | 0.0944 |
==> stage by stage <==
step / cell area, µm² / std cells / worst slack (ps) / hold WS, ps
after floorplan: 2250 / 236 / 1200 / 304
after global placement: 2810 / 404 / 680 / 502
after detailed placement: 2810 / 404 / 649 / 495
